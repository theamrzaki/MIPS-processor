## ./config.mk

```make
export PLATFORM = sky130hd
export DESIGN_NAME = adder
export DESIGN_NICKNAME = adder
export VERILOG_FILES = /design/flow/design.v
export SDC_FILE = /design/flow/constraint.sdc
export NUM_CORES = 4
export LEC_CHECK = 1
export CORE_AREA = 10 10 94 94
export DIE_AREA = 0 0 104 104
```

## ./constraint.sdc

```tcl
current_design adder

set clk_period 18.1
set clk_io_pct 0.2

create_clock -name clk0 -period $clk_period

set non_clock_inputs [all_inputs -no_clocks]
set_input_delay [expr $clk_period * $clk_io_pct] -clock clk0 $non_clock_inputs
set_output_delay [expr $clk_period * $clk_io_pct] -clock clk0 [all_outputs]
```

## ./design.v

```verilog
module adder (in1 ,in2,out);
input [31:0] in1;
input [31:0] in2;      
output [31:0] out;
assign out = in1 +in2;
endmodule
```

## ./run.sh

```bash
#!/bin/bash
# OpenROAD 26Q1-2900-gdf79404cd8, Yosys 0.63+post, stock flow scripts
make -C /OpenROAD-flow-scripts/flow DESIGN_CONFIG=/design/flow/config.mk WORK_HOME=/design/flow/orfs finish
```

==> flow_summary.json <==
{
  "outcome": "complete, no violations",
  "chipWidth_um": 104,
  "utilization_pct": 40.7,
  "postSynthCellCount": 241,
  "grt_max_degree": 11,
  "ys_top_logic_family": "AND-OR/OR-AND gates",
  "pwr_per_cell_area_mw_per_mm2": 38.3,
  "timing.final.hold_violations": 0,
  "yosys.area_share.simple_pct": 18.3,
  "clockBufferCount": 0,
  "grt_overflow": 0,
  "grt_first_pass_wirelength_mm": 9.67,
  "finalSetupTns_ps": 0,
  "irDropWorstVdd_mv": 0.0160,
  "synth.yosys.num_cells": 241,
  "drv_cap": 0,
  "setup_viol": 0,
  "worstSetupEndpointType": "output port",
  "cts_setup_buffers": 0,
  "synth.yosys.seq_area_share_pct": 0,
  "min-delay-path-class": "input pin to output port",
  "placement.io_buffers": 96,
  "cts_hold_buffers": 0,
  "drive_above_1_share_pct": 3.07,
  "p_int_w": 0.0000643,
  "area.growth.synth_to_final_pct": 59.5,
  "yosys.area_share.adder_pct": 23.4,
  "cts_repair_resized_insts": 0,
  "synthesis.area_mm2": 0.00174,
  "hold_path_startpoint": "in2[0]",
  "final-seq-area_um2": 0,
  "vias": 2077,
  "die_footprint_mm2": 0.0108,
  "synth.top_cell.area_share_pct": 22.2,
  "die-height_um": 104,
  "critical_path_arrival_ps": 6580,
  "initial_utilization_pct": 25.5,
  "finalCritPeriodShare_pct": 56.3,
  "syn_area_per_cell_um2": 7.24,
  "total_routed_length_mm": 5.81,
  "ys_top_cells_by_area": "ha_1, a21oi_1, a21o_1, xor2_1, xnor2_1",
  "final_routed_drc_violation_total": 0,
  "post-synth-top-area-cell": "ha_1",
  "slew-limit-headroom_pct": 64.4,
  "synthDistinctLibCells": 50,
  "timing.final.max_slew_violations": 0,
  "power_frac_comb_pct": 100.0,
  "critPathMaxFanout": 4,
  "antenna_violations_before_repair": 0,
  "aoi_share_pct": 39.3,
  "synth_xor_xnor_area_share_pct": 14.1,
  "design.core.area_mm2": 0.00683,
  "routabilityCongestion": 0.819,
  "power_switching_w": 0.0000423,
  "achievable-frequency_mhz": 98.1,
  "ratio_of_routed_vias_to_standard_cells": 4.92,
  "hold-path-cell-count": 3,
  "netSwitchingFraction_pct": 39.7,
  "numSequentialCells": 0,
  "min_to": "out[0]",
  "grt_setup_unrepaired": "no",
  "power.clock.fraction_pct": 0,
  "cellLeakagePower_nw": 1.18,
  "grt_use_total_pct": 10.2,
  "muxShareOfSynthArea_pct": 1.15,
  "synth.yosys.chip_area_mm2": 0.00174,
  "log.warning_count": 32,
  "num_rows": 30,
  "residual_antenna_violating_net_count_after_detailed_routing": 0,
  "io-pin-count": 96,
  "place.detailed.hpwl_mm": 5.17,
  "drt-initial-drc-count": 80,
  "data_required_critical_path_ps": 14480,
  "antennaDiodeCount": 0,
  "finalPower_w": 0.000107,
  "drt_pass1_iterations": 6,
  "yosysWarnings": 0,
  "part_of_the_total_power_dissipated_in_sequential_elements_pct": 0,
  "tightestPinTransition_ps": 521,
  "route.detailed.wl_per_inst_um": 13.8,
  "period_minus_slack_ps": 10200,
  "hold-worst-slack_ps": 8280,
  "start_kind": "input pin",
  "crit_type": "input pin to output port",
  "number_of_global_route_vias_before_repair": 2035
}
-- area by class of cell --
class | count | area (um2)
tap | 96 | 120
fill | 708 | 4050
inverter | 6 | 22.5
timing repair buffer | 96 | 961
multi-input combinational | 224 | 1680
-- worst max path at each step --
stage	endpoint	slack (ps)	startpoint	depth (start not counted)
after CTS	out[26]	7880	in1[0]	11
after global routing	out[26]	7700	in1[0]	11
final	out[26]	7900	in1[0]	11
-- cells in the final DEF (no fill, tap or decap), types with 2 or more instances in the layout --
master           netlist  routed
a211oi_1               3       3
a21o_1                19      19
a21oi_1               29      29
a311oi_1               2       2
a31oi_1                3       3
clkdlybuf4s50_1        0      96
ha_1                  31      31
inv_1                  6       6
mux2i_1                2       2
nand2_1               18      18
nand2b_1               2       2
nand3_1               10      10
nand4_1                8       8
nor2_1                12      12
nor3_1                 4       4
o211ai_1               3       3
o21a_1                 2       2
o21ai_0               13      13
o21bai_1               4       4
o221ai_1               2       2
o311ai_1               2       2
or2_2                  3       3
xnor2_1               13      13
xor2_1                15      15
-- power groups by stage --
stage | sequential (W) | combinational (W) | clock, W
finish | 0 | 0.000107 | 0
CTS | 0 | 0.000108 | 0
global route | 0 | 0.000119 | 0
-- through the flow --
step,std cells,area [um2],setup WS [ps]
floorplan,241,1740,9030
global placement,422,2780,7940
detailed placement,422,2780,7890
CTS,422,2780,7880
global route,422,2780,7700
finish,422,2780,7900
-- worst max-delay path, stage by stage --
cell and delay [ps]:
clkdlybuf4s50_1 400, ha_1 240, fa_1 400, a21o_1 220
a31o_2 270, nand3_1 90, o221ai_1 250, a311oi_1 340
o21bai_1 110, xor2_1 130, clkdlybuf4s50_1 490
-- cells by family (layout without fill, tap and decap cells) --
family / Yosys count / after routing
mux: 2 / 2
buf+inv: 17 / 102
xor+xnor: 28 / 28
compound gates: 97 / 97
fa+ha+maj: 32 / 32
simple gates: 65 / 65
-- metal layers --
layer	part of all wire [%]	routed length, um	global-route usage (%)	up-vias
li1	-	-	-	1092
met1	49	2850	14.3	918
met2	44	2580	16.7	67
met3	6.6	382	2.07	0
met4	0	0	0	0
met5	0	0	0	-
-- Yosys cell counts, types with 2 or more instances --
cell and number:
a211oi_1 3, a21o_1 19, xor2_1 15, nor3_1 4
o221ai_1 2, a311oi_1 2, inv_1 6, o211ai_1 3
or2_2 3, nand4_1 8, nand2b_1 2, nand3_1 10
xnor2_1 13, nor2_1 12, o21a_1 2, o21ai_0 13
a21oi_1 29, nand2_1 18, clkbuf_1 8, ha_1 31
o311ai_1 2, buf_2 2, a31oi_1 3, o21bai_1 4
mux2i_1 2
Power and IR drop assume default switching activity.
