## flow/design.v

```verilog
module mux_32bit (a,b,sel,y);
input [31 : 0] a;
input [31 : 0] b;
output [31 : 0] y;
input sel;
reg [31 : 0] y;
integer i ;
always@(a or b or sel) 
begin
if(sel==1'b0)begin
for(i=0;i<32;i=i+1) begin
y[i]= a[i];
end
end
else begin
for(i=0;i<32;i=i+1) begin
y[i]= b[i];
end
end
end
endmodule
```

## flow/run.sh

```bash
#!/bin/bash
# OpenROAD 26Q1-2900-gdf79404cd8, Yosys 0.63+post, stock flow scripts
make -C /OpenROAD-flow-scripts/flow DESIGN_CONFIG=/design/flow/config.mk WORK_HOME=/design/flow/orfs finish
```

## flow/config.mk

```make
export PLATFORM = sky130hd
export DESIGN_NAME = mux_32bit
export DESIGN_NICKNAME = mux_32bit
export VERILOG_FILES = /design/flow/design.v
export SDC_FILE = /design/flow/constraint.sdc
export NUM_CORES = 4
export LEC_CHECK = 1
export CORE_AREA = 10 10 70 70
export DIE_AREA = 0 0 80 80
```

## flow/constraint.sdc

```tcl
current_design mux_32bit

set clk_period 1.0
set clk_io_pct 0.2

create_clock -name clk0 -period $clk_period

set non_clock_inputs [all_inputs -no_clocks]
set_input_delay [expr $clk_period * $clk_io_pct] -clock clk0 $non_clock_inputs
set_output_delay [expr $clk_period * $clk_io_pct] -clock clk0 [all_outputs]
```

==> impl.org <==
* Implementation run

** Final timing
- Looking at the max-slew report, the worst-margin pin has a slew of 131 ps.
- Final-report setup violation count :: 32
- For the final routed database, the setup TNS stands at -3990 ps.
- Worst slew margin :: 0.913
- Min Clock Period, post-route :: 1180 ps
- In the finished design, the share of the clock period the worst path needs comes to 1.18.
- In this build the clock could be raised as far as 848 MHz.
- Tightest hold margin :: 690 ps
- Hold Fails Final Rpt :: 0
- RSZ-0062 raised after global routing :: yes
- Worst setup slack after layout :: -180 ps
- Counting pins that exceed their max-slew limit in the final report gives 0.

** Yosys
- Post-synthesis cell count from yosys :: 36
- Synthesized chip area reported by yosys :: 544 sq um
- Largest cells by area :: sky130_fd_sc_hd__mux2_4 83%, sky130_fd_sc_hd__buf_12 11%, sky130_fd_sc_hd__mux2_2 4.1%, sky130_fd_sc_hd__buf_6 2.1%
- Counting every instance in the synthesized netlist gives 36.
- In this run the cell area of the synthesized design comes to 544 sq um.
- Number of warning messages in the yosys log :: 1
- For this run, the register share of the synthesized area comes to 0.
- Dividing the synthesized area by the synthesized cell count gives 15.1 sq um.
- Largest area contributor in the synthesized netlist :: sky130_fd_sc_hd__mux2_4
- Top-area cell type share of the netlist area :: 0.828
- Synth unique cells :: 4

** Drt
- Total DRC errors in the routed layout :: 0
- In the log, the iteration count for the first detailed-route pass is 1.
- Detailed-route vias per instance :: 3.82
- The violation tally recorded at the end of detailed-routing iteration 0 is 0.
- Vias :: 710
- Final wirelength :: 2820 um
- Average wire per standard cell :: 15.2 um
- Antenna diode instance count :: 0
- Number of antenna-violating nets in the routed design :: 0

** Floorplan
- Die ar. :: 6400 sq um
- The initialized floorplan defines 21 standard-cell rows.
- During I/O placement, the number of pins put on the boundary was 97.
- Die x size :: 80 um
- At the floorplan stage, the core utilization is reported as 0.159.
- Per the OpenROAD floorplan log, the height of the die is 80 um.
- Core outline area :: 3420 sq um

** Run status
- Failing checks :: negative setup slack
- The run finished, with violations left.

** Critical path
- Broken down by cell family, the worst path's largest delay share belongs to buffers and inverters.
- Setup CP Type :: in2out
- STA puts the critical path data arrival time at 980 ps.
- The worst setup path is launched from an input pin.
- STA classifies the critical path endpoint as an output pin.
- In this run the critical path is formed by buf_12 -> buf_16 -> buf_4 -> mux2_4 -> buf_6.
- In this run the worst path has a maximum fanout of 8.
- CP max stage cell :: sky130_fd_sc_hd__mux2_4
- Required @ worst endpoint :: 800 ps
- Number of buffers and inverters on the critical path :: 4
- Max stage delay on crit path :: 290 ps

** Run
- Per the run summary, max-cap violations total 0.
- Total number of warnings across the stage logs :: 34

** Place
- At the end of routability-driven placement, the weighted congestion stood at 0.792.
- STA on the placed design reports a worst setup slack of -509 ps.
- Detailed-placement wirelength estimate :: 2430 um
- The placement report lists the number of port buffers as 97.

** Global route
- GR Util All Layers :: 0.0762
- Number of antenna violations at the first check in global routing :: 0
- Entering global routing, the biggest net connects 11 pins.
- The first global-routing pass estimated 4030 um of wire.
- Vias in the first global route :: 784
- Global routing finished with a remaining overflow of 0.

** Final layout
- By instance count after routing, the leading logic cell types are 44 x sky130_fd_sc_hd__dlygate4sd2_1, 32 x sky130_fd_sc_hd__mux2_4, 24 x sky130_fd_sc_hd__buf_6.
- Final core occ :: 0.475
- Num sequential :: 0
- Area taken by flip-flops and latches :: 0 sq um
- Area growth from synthesis to layout :: 198%
- Share of final-layout standard cells stronger than drive strength 1 :: 0.543
- In the final layout, the clock buffer count is 0.
- Highest-count logic cell in the final layout :: sky130_fd_sc_hd__dlygate4sd2_1

** Pwr
- The analysis reports a worst IR drop on VDD of 168 uV.
- For this design the ratio of total power to cell area is 385 nW/um^2.
- The analysis attributes to cell leakage a power of 0.958 nW.

** CTS
- Number of buffers inserted for hold repair after clock tree synthesis :: 0

** Min path
- Path class of the lowest-slack min-delay path :: in2out
==> routing by layer <==
metal  track usage  part of all wire  vias to the layer above
met2         0.138              0.49                       51
li1              -                 -                      345
met3        0.0341              0.12                        0
met4             0                 0                        0
met5             0                 0                        -
met1        0.0844              0.39                      314
==> logic make-up after synthesis <==
| kind of cell | count (synthesis) | share of synthesized area |
|---|---|---|
| buffers and inverters | 4 | 0.131 |
| muxes | 32 | 0.869 |
==> path summary, 6_finish.rpt <==
check,startpoint,endpoint,slack (ps),cells past startpoint
worst max-delay path,sel,y[29],-180,5
worst min-delay path,a[26],y[26],690,3
==> worst min-delay path: cells and delay by family <==
family	cells	cell delay, ps
multiplexers	1	130
buffers and inverters	2	160
==> final cells by class <==
class                      instances  area (sq um)
timing repair buffer             108          1080
tap                               46          57.6
multi-input combinational         32           480
fill                             336          1790
==> power breakdown <==
group / switching [mW] / internal (mW) / leakage (nW)
sequential: 0 / 0 / 0
clock: 0 / 0 / 0
combinational: 0.135 / 0.490 / 0.958
==> cell usage after synthesis <==
master / number
sky130_fd_sc_hd__mux2_4: 30
sky130_fd_sc_hd__buf_12: 3
sky130_fd_sc_hd__mux2_2: 2
sky130_fd_sc_hd__buf_6: 1
==> what timing repair did <==
item / CTS / global route
setup buffers: 8 / 0
setup endpoints to repair: 32 / 32
cloned: 1 / 0
resized: 165 / 26
==> per-stage QoR <==
| stage | area [sq um] | power (mW) | std cells |
|---|---|---|---|
| after CTS | 1520 | 0.607 | 186 |
| final | 1620 | 0.624 | 186 |
| after global placement | 1520 | 0.647 | 177 |
| after detailed placement | 1520 | 0.652 | 177 |
| after global routing | 1620 | 0.667 | 186 |
| after floorplan | 544 | 0.206 | 36 |
Power is estimated from default activity; no workload was simulated.
